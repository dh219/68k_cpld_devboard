--- config.mk ---
export PLATFORM = sky130hd
export DESIGN_NAME = gotek_led
export DESIGN_NICKNAME = gotek_led
export VERILOG_FILES = /design/flow/design.v
export SDC_FILE = /design/flow/constraint.sdc
export NUM_CORES = 4
export LEC_CHECK = 1
export CORE_UTILIZATION = 30
--- constraint.sdc ---
current_design gotek_led

set clk_period 3.8
set clk_io_pct 0.2

create_clock -name clk0 -period $clk_period [get_ports {E}]

set non_clock_inputs [all_inputs -no_clocks]
set_input_delay [expr $clk_period * $clk_io_pct] -clock clk0 $non_clock_inputs
set_output_delay [expr $clk_period * $clk_io_pct] -clock clk0 [all_outputs]
--- design.v ---
`timescale 1ns / 1ps
module gotek_led(
	input CLK,
	input RESET,
	input HALT,
	input BR,
	input BG,
	input BGACK,
	input [2:0] FC,
	input RW,
	input AS,
	input LDS,
	input UDS,
	input DTACK,
	input BERR,
	input [2:0] IPL,
	input VPA,
	input VMA,
	input E,
	input [23:1] A,
	input [15:0] D,
	inout TP1,
	input P52,
	input P53,
	input P54,
	input P55,
	input P56,
	input P58,
	input P59,
	input P60,
	input P61,
	input P63,
	input P64,
	input P65,
	input P66,
	input P67,
	input P68,
	input P70,
	input P71,
	input P72,
	inout P50,  
	output P73	 
    );
    wire clk = E;
    reg tm_cs = 1'b0;
    wire tm_clk = P73;
    wire tm_dio = P50;
    localparam 
        HIGH    = 1'b1,
        LOW     = 1'b0;
    localparam [6:0]
        S_1     = 7'b0000110,
        S_2     = 7'b1011011,
        S_3     = 7'b1001111,
        S_4     = 7'b1100110,
        S_5     = 7'b1101101,
        S_6     = 7'b1111101,
        S_7     = 7'b0000111,
        S_8     = 7'b1111111,
        S_BLK   = 7'b0000000;
    localparam [7:0]
        C_READ  = 8'b01000010,
        C_WRITE = 8'b01000000,
        C_DISP  = 8'b10001111,
        C_ADDR  = 8'b11000000;
    localparam CLK_DIV = 19;  
    reg rst = HIGH;
    reg [5:0] instruction_step;
    reg [7:0] keys;
    reg [7:0] larson;
    reg larson_dir;
    reg [CLK_DIV:0] counter;
	 reg tm_rw = 1'b1;
	wire dio_in = P50;
    reg tm_latch;
	 wire busy;
    wire [7:0] tm_data, tm_in;
    reg [7:0] tm_out;
    assign tm_in = tm_data;
    assign tm_data = tm_rw ? tm_out : 8'hZZ;
    tm1638 u_tm1638 (
        .clk(clk),
        .rst(rst),
        .data_latch(tm_latch),
        .data(tm_data),
        .rw(tm_rw),
        .busy(busy),
        .sclk(tm_clk),
        .dio_in(dio_in),
        .dio_out(dio_out)
    );
    task display_digit;
        input [2:0] key;
        input [6:0] segs;
        begin
            tm_latch <= HIGH;
            if (keys[key])
                tm_out <= {1'b1, S_BLK[6:0]};  
            else
                tm_out <= {1'b0, segs};  
        end
    endtask
    task display_led;
        input [2:0] dot;
        begin
            tm_latch <= HIGH;
            tm_out <= {7'b0, larson[dot]};
        end
    endtask
    always @(posedge clk) begin
        if (rst) begin
            instruction_step <= 6'b0;
            tm_cs <= HIGH;
            tm_rw <= HIGH;
            rst <= LOW;
            counter <= 0;
            keys <= 8'b0;
            larson_dir <= 0;
            larson <= 8'b00010000;
        end else begin
            if (&counter) begin
                larson_dir <= larson[6] ? 0 : larson[1] ? 1 : larson_dir;
                if (larson_dir)
                    larson <= {larson[6:0], larson[7]};
                else
                    larson <= {larson[0], larson[7:1]};
            end
            if (counter[0] && ~busy) begin
                case (instruction_step)
                    1:  {tm_cs, tm_rw}     <= {LOW, HIGH};
                    2:  {tm_latch, tm_out} <= {HIGH, C_READ};  
                    3:  {tm_latch, tm_rw}  <= {HIGH, LOW};
                    4:  {keys[7], keys[3]} <= {tm_in[0], tm_in[4]};
                    5:  {tm_latch}         <= {HIGH};
                    6:  {keys[6], keys[2]} <= {tm_in[0], tm_in[4]};
                    7:  {tm_latch}         <= {HIGH};
                    8:  {keys[5], keys[1]} <= {tm_in[0], tm_in[4]};
                    9:  {tm_latch}         <= {HIGH};
                    10: {keys[4], keys[0]} <= {tm_in[0], tm_in[4]};
                    11: {tm_cs}            <= {HIGH};
                    12: {tm_cs, tm_rw}     <= {LOW, HIGH};
                    13: {tm_latch, tm_out} <= {HIGH, C_WRITE};  
                    14: {tm_cs}            <= {HIGH};
                    15: {tm_cs, tm_rw}     <= {LOW, HIGH};
                    16: {tm_latch, tm_out} <= {HIGH, C_ADDR};  
                    17: display_digit(3'd7, S_1);  
                    18: display_led(3'd0);         
                    19: display_digit(3'd6, S_2);  
                    20: display_led(3'd1);         
                    21: display_digit(3'd5, S_3);  
                    22: display_led(3'd2);         
                    23: display_digit(3'd4, S_4);  
                    24: display_led(3'd3);         
                    25: display_digit(3'd3, S_5);  
                    26: display_led(3'd4);         
                    27: display_digit(3'd2, S_6);  
                    28: display_led(3'd5);         
                    29: display_digit(3'd1, S_7);  
                    30: display_led(3'd6);         
                    31: display_digit(3'd0, S_8);  
                    32: display_led(3'd7);         
                    33: {tm_cs}            <= {HIGH};
                    34: {tm_cs, tm_rw}     <= {LOW, HIGH};
                    35: {tm_latch, tm_out} <= {HIGH, C_DISP};  
                    36: {tm_cs, instruction_step} <= {HIGH, 6'b0};
                endcase
                instruction_step <= instruction_step + 1;
            end else if (busy) begin
                tm_latch <= LOW;
            end
            counter <= counter + 1;
        end
    end
assign P50 = tm_rw ? dio_out : 1'bz;
assign P73 = tm_clk;
assign TP1 = 1'b0;
endmodule
module tm1638(
    input clk,
    input rst,
    input data_latch,
    input [7:0] data,
    input rw,
    output busy,
    output sclk,
    input  dio_in,
    output reg dio_out
    );
    localparam CLK_DIV = 3;  
    localparam CLK_DIV1 = CLK_DIV - 1;
    localparam [1:0]
        S_IDLE      = 2'h0,
        S_WAIT      = 2'h1,
        S_TRANSFER  = 2'h2;
    reg [1:0] cur_state, next_state;
    reg [CLK_DIV1:0] sclk_d, sclk_q;
    reg [7:0] data_d, data_q, data_out_d, data_out_q;
    reg   dio_out_d;
    reg [2:0] ctr_d, ctr_q;
    assign busy = cur_state != S_IDLE;
    assign sclk = ~((~sclk_q[CLK_DIV1]) & (cur_state == S_TRANSFER));
    always @(*)
    begin
        sclk_d = sclk_q;
        data_d = data_q;
        dio_out_d = dio_out;
        ctr_d = ctr_q;
        data_out_d = data_out_q;
        next_state = cur_state;
        case(cur_state)
            S_IDLE: begin
                sclk_d = 0;
                if (data_latch) begin
                    data_d = rw ? data : 8'b0;
                    next_state = S_WAIT;
                end
            end
            S_WAIT: begin
                sclk_d = sclk_q + 1;
                if (sclk_q == {1'b0, {CLK_DIV1{1'b1}}}) begin
                    sclk_d = 0;
                    next_state = S_TRANSFER;
                end
            end
            S_TRANSFER: begin
                sclk_d = sclk_q + 1;
                if (sclk_q == 0) begin
                    dio_out_d = data_q[0];
                end else if (sclk_q == {1'b0, {CLK_DIV1{1'b1}}}) begin
                    data_d = {dio_in, data_q[7:1]};
                end else if (&sclk_q) begin
                    ctr_d = ctr_q + 1;
                    if (&ctr_q) begin
                        next_state = S_IDLE;
                        data_out_d = data_q;
                        dio_out_d = 0;
                    end
                end
            end
            default:
                next_state = S_IDLE;
        endcase
    end
    always @(posedge clk)
    begin
        if (rst)
        begin
            cur_state <= S_IDLE;
            sclk_q <= 0;
            ctr_q <= 0;
            dio_out <= 0;
            data_q <= 0;
            data_out_q <= 0;
        end
        else
        begin
            cur_state <= next_state;
            sclk_q <= sclk_d;
            ctr_q <= ctr_d;
            dio_out <= dio_out_d;
            data_q <= data_d;
            data_out_q <= data_out_d;
        end
    end
endmodule
--- run.sh ---
#!/bin/bash
# OpenROAD 26Q1-2900-gdf79404cd8, Yosys 0.63+post, stock flow scripts
make -C /OpenROAD-flow-scripts/flow DESIGN_CONFIG=/design/flow/config.mk WORK_HOME=/design/flow/orfs finish
==> flow_metrics.py <==
# Auto-generated metrics
metrics = {
    "yosys": {
        "ys_seq_frac": 0.400,
        "synthFlopType": "dfxtp_1",
        "ys_sh_adder": 0.0562,
        "ys.flops": 71,
        "ys_sh_xor": 0.0533,
        "yosysWarnings": 5,
        "ys_sh_simple": 0.252,
        "synth-compound-area-share": 0.140,
        "edf_count": 9,
        "postSynthAreaPerCell_um2": 9.03,
        "ys_area_um2": 3780,
        "synth.distinct_cells": 64,
        "syn_area_um2": 3780,
        "async_reset_ff_frac": 0,
        "ys_top_logic_family": "simple AND/OR/NAND/NOR gates",
        "syn_inst": 419,
        "mux_area_frac": 0.0480,
        "ys_cells": 419,
    },
    "place": {
        "dp.cells": 567,
        "dpl_cell_area_um2": 3890,
        "gp_congestion": 0.870,
        "portBuffers": 1,
        "post-dp-hpwl_mm": 4.72,
    },
    "outcome": {
        "lastStage": "clock tree synthesis",
        "error_line": "[error] [KeplerFormal.cpp:679] Workflow failed: Iso has multiple drivers: .P500, P50$_SDFFE_PP0P_.Q0",
        "status": "aborted with a tool error",
    },
    "floorplan": {
        "die_h_um": 114,
        "die_w_um": 114,
        "rows": 40,
        "num_io_pins": 81,
        "initial_core_util": 0.311,
    },
    "clocking": {
        "cts.repair.resized": 0,
        "cts_setup_buffers": 0,
        "cts_hold_buf": 0,
        "numCtsBuffers": 9,
        "cts_buffer_depth": 2,
        "clkSinkCount": 71,
        "cts_root_buf": "clkbuf_16",
        "htree_num_levels": 3,
    },
}
## cell usage after synthesis (2+ instances only)
master     count  area, um^2
edfxtp_1       9         270
xnor2_1        7        61.3
a211oi_1      17         128
nor2b_1        9        56.3
o211ai_1       2        15.0
and2_1         2        12.5
buf_1          3        11.3
nand3_1       18        90.1
buf_6          3        33.8
nor2_2         2        12.5
and4_4         2        22.5
buf_4          5        37.5
a22o_1         2        17.5
o22ai_1        2        12.5
a22oi_1        7        52.6
nand2_1       33         124
and4_1         2        17.5
a21oi_1       19        95.1
o21ai_0        6        30.0
nor2_1        60         225
and3_1        10        62.6
buf_2          4        20.0
nand3_4        2        35.0
or3_1          2        12.5
mux2i_1       17         170
nand2b_1       4        25.0
clkbuf_1       9        33.8
xor2_1        16         140
ha_1          17         213
nor4_2         2        25.0
dfxtp_1       62        1240
a2bb2oi_1      3        26.3
nand4_1        7        43.8
nor2b_2        2        17.5
inv_1         13        48.8
nor3_1         6        30.0
a31oi_1        5        31.3
nor3_4         2        32.5
## through the flow
stage	util	setup slack [ns]
after detailed placement	0.320	1.37
after global placement	0.320	1.39
after floorplan	-	1.38
## cells by family after synthesis
group,count (synthesis)
AND/OR/NAND/NOR,176
AND-OR/OR-AND,75
flip-flops,71
buffers and inverters,38
XOR/XNOR,23
multiplexers,18
adder cells (fa/ha/maj),17
other,1
