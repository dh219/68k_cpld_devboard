File: design/flow/config.mk
export PLATFORM = sky130hd
export DESIGN_NAME = tos206_decoder
export DESIGN_NICKNAME = tos206_decoder
export VERILOG_FILES = /design/flow/design.v
export SDC_FILE = /design/flow/constraint.sdc
export NUM_CORES = 4
export LEC_CHECK = 1
export CORE_AREA = 10 10 70 70
export DIE_AREA = 0 0 80 80
File: design/flow/constraint.sdc
current_design tos206_decoder

set clk_period 2.1
set clk_io_pct 0.2

create_clock -name clk0 -period $clk_period [get_ports {CLK}]

set non_clock_inputs [all_inputs -no_clocks]
set_input_delay [expr $clk_period * $clk_io_pct] -clock clk0 $non_clock_inputs
set_output_delay [expr $clk_period * $clk_io_pct] -clock clk0 [all_outputs]
File: design/flow/design.v
`timescale 1ns / 1ps
module tos206_decoder(
	input CLK,
	input RESET,
	input HALT,
	input BR,
	input BG,
	input BGACK,
	input [2:0] FC,
	input RW,
	input AS,
	input LDS,
	input UDS,
	output DTACK,
	input BERR,
	input [2:0] IPL,
	input VPA,
	input VMA,
	input E,
	input [23:1] A,
	input [15:0] D,
	inout TP1,
	input P50,
	input P52,
	input P53,
	input P54,
	input P55,
	input P56,
	input P58,
	input P59,
	input P60,
	input P61,
	input P63,
	input P64,
	input P65,
	input P66,
	input P67,
	input P68,
	input P70,
	input P71,
	input P72,
	output P73
    );
wire TOS206_decode =  AS | ~( A[23:19] == 5'b11100 );  
wire FIRST8 = AS | ~( A[23:3] == 'h0 );  
wire TOS206_CE = (UDS&LDS) | ( TOS206_decode & FIRST8 );  
reg [1:0] TOS206_DTACK = 2'b11;
always @( posedge CLK ) begin
	TOS206_DTACK[1] <= TOS206_DTACK[0];
	TOS206_DTACK[0] <= TOS206_CE;		
end
assign P73 = TOS206_CE;								 
assign DTACK = ( ( TOS206_DTACK[0] == 1'b1 && TOS206_DTACK[1] == 1'b0 ) || TOS206_DTACK[0] == 1'b0 ) ? TOS206_DTACK[0] : 1'bz;
assign TP1 = 1'b0;
endmodule
File: design/flow/run.sh
#!/bin/bash
# OpenROAD 26Q1-2900-gdf79404cd8, Yosys 0.63+post, stock flow scripts
make -C /OpenROAD-flow-scripts/flow DESIGN_CONFIG=/design/flow/config.mk WORK_HOME=/design/flow/orfs finish
==> results.txt <==
yosys + openroad results -> synthesis-to-finish area growth=341%, Placed Cells=85, Iter 0 DRT Violations=14, WHS Endpoint=TOS206_DTACK[0]$_DFF_P_, Syn. warnings=2, area share, top type=between 20% and 30%, fp util=2.78%, Worst Hold Depth=5, Mean Syn Cell Area=7.31 µm², Post-DRT Antenna Nets=0, Async SR Flop Fraction=0%, via count=216, Pwr Total=0.0694 mW, synthesized chip area reported by yosys=roughly 95 µm², Synth Seq Share=around a fifth, status=completed, CP required=1.68 ns, min-delay worst type=primary input to flop, area leader, netlist=nor4_1, Die X-Extent=80 µm, I/O pin count=81, Vias/cell=2.51, crit path launch type=primary input, first-pass GRT wire length=1.32 mm, Avg WL per Cell=11.2 µm, routed wire length=964 µm, Layout Cells excl Fill=approximately 86, Largest regs=TOS206_DTACK (1), hold path start=AS, pre-CTS setup slack=-0.378 ns, worst-path maximum fanout=2, global-route usage over all layers=2.73%, pwr/cell area=~170 mW/mm², Max Slew Vio Count=0, post-synth cell types=9, clk slew on worst S/H paths=0 ns, antenna violations before repair=0, Log Warnings=81, Post-synth EDFFs=0, Flops after synth=1, count leader, synth=nor4_1, Syn Std Cell Area=between 90 and 100 µm², Dominant flop cell=dfxtp_1, CTS Hold Bufs=0, Setup Buffers After CTS=0, Final Hold Vio Count=0, Worst setup EP type=primary output, endpoints failing setup=0, Syn Inst Count=13, Synth top cells by count=4 x nor4_1, 2 x nand3_1, drt drc=0, Min Clock Period, post-route=1.99 ns, max cap viols=0, most flop-heavy register=TOS206_DTACK, filler instances=404, die area=0.00640 mm², share of post-route cells with drive strength above 1=between 10 and 15%, Core Region=0.00342 mm², RSZ-0062 raised after global routing=no, comb. cell area=approximately 79 µm², data arrival time of the worst path=1.57 ns, Period Utilization, post-route=94.9%, cell row count=21, Crit Path Category=primary input to primary output, worst vdd ir=0.0000320 V, main area contributors=nor4_1 26%, dfxtp_1 21%, a2111oi_1 11%, nand3_1 11%, buf_4 7.9%, register area=roughly 20 µm², leakage power=between 0.1 and 0.15 nW, largest net degree at the start of global routing=3, WHS=0.914 ns, Port Buffers=26, global route overflow=0, Max Freq=502 MHz, max reg flops=1, setup ws final=0.106 ns, die height=80 µm, routability cong.=0.750, number of global-route vias before repair=230, DR pass1 iterations=3, yosys cell count=13
[metal layers]
metal  global-route usage, %  part of all wire, %  up-vias
met5                       0                    0        -
met4                       0                    0        0
met3                    2.84                   24        0
met2                    4.41                   45       14
met1                    2.51                   31       95
li1                        -                    -      107
[worst max-delay path, stage by stage]
cell and delay, ns:
clkdlybuf4s50_1 0.41, nor4_1 0.33, nand3_1 0.11, o21a_1 0.18, buf_2 0.12
[cell usage in the layout (no fill, tap or decap)]
cell	count
clkdlybuf4s50_1	20
dlygate4sd2_1	4
nor4_1	3
nand3_1	2
diode_2	1
dfxtp_1	1
nor3_1	1
nor4_2	1
a2111oi_2	1
nand4_1	1
o21a_1	1
conb_1	1
dlymetal6s2s_1	1
buf_2	1
buf_4	1
[report_power, final]
| part | switching, mW | total [mW] | internal [mW] |
|---|---|---|---|
| Combinational | 0.0106 | 0.0498 | 0.0392 |
| Sequential | 0.0000354 | 0.0196 | 0.0195 |
| Clock | 0 | 0.00000127 | 0.00000127 |
[worst max-delay path by stage]
| stage | endpoint | slack [ns] | from | cells past startpoint |
|---|---|---|---|---|
| 4_1_cts | P73 | 0.08 | A[4] | 5 |
| 5_1_grt | P73 | 0.01 | A[4] | 5 |
| 6_report | P73 | 0.11 | A[4] | 5 |
[per-stage QoR]
step	TNS [ns]	area, µm²	util [%]
finish	0	419	12.3
global route	0	417	12.2
CTS	0	408	11.9
detailed placement	-0.378	413	12.1
global placement	-0.389	413	12.1
floorplan	0	95.1	-
[final cells by class]
cell class / count / area share (%)
antenna: 1 / 0.597
multi-input combinational: 11 / 18.8
sequential: 1 / 4.78
tap: 46 / 13.7
timing repair buffer: 27 / 62.1
[timing repair]
item	in CTS	in global routing
resized	9	2
endpoints found under the setup margin	1	1
pin swaps	2	2
[cell families (layout without fill, tap and decap cells)]
family                 Yosys count  in the layout  synth area share (%)
AND/OR/NAND/NOR                  8              8                  48.7
flip-flops                       1              1                  21.1
AND-OR/OR-AND                    2              2                  18.4
buffers and inverters            1             27                  7.90
other                            1              2                  3.94
Power is estimated from default activity; no workload was simulated.
